<file path="flow/config.mk">
export PLATFORM = sky130hd
export DESIGN_NAME = vedicMAC64
export DESIGN_NICKNAME = vedicMAC64
export VERILOG_FILES = /design/flow/design.v
export SDC_FILE = /design/flow/constraint.sdc
export NUM_CORES = 4
export LEC_CHECK = 1
export CORE_UTILIZATION = 50
</file>
<file path="flow/run.sh">
#!/bin/bash
# OpenROAD 26Q1-2900-gdf79404cd8, Yosys 0.63+post, stock flow scripts
make -C /OpenROAD-flow-scripts/flow DESIGN_CONFIG=/design/flow/config.mk WORK_HOME=/design/flow/orfs finish
</file>
<file path="flow/constraint.sdc">
current_design vedicMAC64

set clk_period 65.5
set clk_io_pct 0.2

create_clock -name clk0 -period $clk_period [get_ports {clk}]

set non_clock_inputs [all_inputs -no_clocks]
set_input_delay [expr $clk_period * $clk_io_pct] -clock clk0 $non_clock_inputs
set_output_delay [expr $clk_period * $clk_io_pct] -clock clk0 [all_outputs]
</file>
<file path="flow/design.v">
module vedic2x2(input [1:0] a, input [1:0] b, output [3:0] p);
    wire p0, p1, p2, p3;
    assign p0 = a[0] & b[0];
    assign p1 = a[1] & b[0];
    assign p2 = a[0] & b[1];
    assign p3 = a[1] & b[1];
    assign p[0] = p0;
    assign p[1] = p1 ^ p2;
    assign p[2] = (p1 & p2) ^ p3;
    assign p[3] = (p1 & p2) & p3;
endmodule
module vedic4x4(input [3:0] a, input [3:0] b, output [7:0] p);
    wire [3:0] p0, p1, p2, p3;
    wire [5:0] temp1, temp2;
    wire [7:0] temp3;
    vedic2x2 m0(a[1:0], b[1:0], p0);
    vedic2x2 m1(a[3:2], b[1:0], p1);
    vedic2x2 m2(a[1:0], b[3:2], p2);
    vedic2x2 m3(a[3:2], b[3:2], p3);
    assign temp1 = {p1, 2'b00};  
    assign temp2 = {p2, 2'b00};  
    assign temp3 = {p3, 4'b0000};  
    assign p = p0 + temp1 + temp2 + temp3;
endmodule
module vedic8x8(input [7:0] a, input [7:0] b, output [15:0] p);
    wire [7:0] p0, p1, p2, p3;
    wire [11:0] temp1, temp2;
    wire [15:0] temp3;
    vedic4x4 m0(a[3:0], b[3:0], p0);
    vedic4x4 m1(a[7:4], b[3:0], p1);
    vedic4x4 m2(a[3:0], b[7:4], p2);
    vedic4x4 m3(a[7:4], b[7:4], p3);
    assign temp1 = {p1, 4'b0000};  
    assign temp2 = {p2, 4'b0000};  
    assign temp3 = {p3, 8'b00000000};  
    assign p = p0 + temp1 + temp2 + temp3;
endmodule
module vedic16x16(input [15:0] a, input [15:0] b, output [31:0] p);
    wire [15:0] p0, p1, p2, p3;
    wire [23:0] temp1, temp2;
    wire [31:0] temp3;
    vedic8x8 m0(a[7:0], b[7:0], p0);
    vedic8x8 m1(a[15:8], b[7:0], p1);
    vedic8x8 m2(a[7:0], b[15:8], p2);
    vedic8x8 m3(a[15:8], b[15:8], p3);
    assign temp1 = {p1, 8'b00000000};  
    assign temp2 = {p2, 8'b00000000};  
    assign temp3 = {p3, 16'b0000000000000000};  
    assign p = p0 + temp1 + temp2 + temp3;
endmodule
module vedic32x32(input [31:0] a, input [31:0] b, output [63:0] p);
    wire [31:0] p0, p1, p2, p3;
    wire [47:0] temp1, temp2;
    wire [63:0] temp3;
    vedic16x16 m0(a[15:0], b[15:0], p0);
    vedic16x16 m1(a[31:16], b[15:0], p1);
    vedic16x16 m2(a[15:0], b[31:16], p2);
    vedic16x16 m3(a[31:16], b[31:16], p3);
    assign temp1 = {p1, 16'b0};  
    assign temp2 = {p2, 16'b0};  
    assign temp3 = {p3, 32'b0};  
    assign p = p0 + temp1 + temp2 + temp3;
endmodule
module vedic64x64(input [63:0] a, input [63:0] b, output [127:0] p);
    wire [63:0] p0, p1, p2, p3;
    wire [79:0] temp1, temp2;
    wire [127:0] temp3;
    vedic32x32 m0(a[31:0], b[31:0], p0);
    vedic32x32 m1(a[63:32], b[31:0], p1);
    vedic32x32 m2(a[31:0], b[63:32], p2);
    vedic32x32 m3(a[63:32], b[63:32], p3);
    assign temp1 = {p1, 32'b0};  
    assign temp2 = {p2, 32'b0};  
    assign temp3 = {p3, 64'b0};  
    assign p = p0 + temp1 + temp2 + temp3;
endmodule
module vedicMAC64(
    input clk,
    input rst,
    input [63:0] a,
    input [63:0] b,
    input enable,
    output reg [127:0] acc
);
    wire [127:0] product;
    vedic64x64 mul(a, b, product);
    always @(posedge clk) begin
        if (rst)
            acc <= 0;
        else if (enable)
            acc <= acc + product;  
    end
endmodule
</file>
==> ci_impl_report.md <==
## PnR job results

| Metric | Value |
|---|---|
| Hold buffer count at cts | 0 |
| Final Setup Violations | 0 |
| CTS Buffer Depth | 2 |
| Pre-Repair DR Iteration Count | 6 |
| Drt drc | 0 |
| Slew Limit Headroom | 36.0% |
| CP Class | input pin to flop |
| Xor and xnor fraction of the mapped netlist area | 11.0% |
| Slowest stage cell, crit path | a221oi_2 |
| Yosys warning count | 1 |
| Filler cell count in the final layout | 37,100 |
| Final period util | 48.8% |
| Largest regs | acc x128 |
| Core area | 0.396 sq mm |
| Max-cap violations | 0 |
| Post-synth top area cell | ha_1 |
| Cells after DPL | 28,500 |
| Area delta synth->final | 4.05% |
| Top FF cell, synth | dfxtp_1 |
| Sequential share of the synthesized area | 1.29% |
| Mean post-synth cell area | 8.44 sq um |
| Distinct lib cells | 102 |
| Count leader, synth | ha_1 |
| Reg-to-reg setup timing slack | 60.09 ns |
| Non-filler cells, final | 28,600 |
| Delay of the slowest critical-path stage | 0.68 ns |
| AO/OA Area Share | 11.3% |
| Total congestion overflow | 0 |
| Number of I/O port buffers | 258 |
| Gp weighted congestion | 0.992 |
| Main area contributors | ha_1, fa_1, and2_1 |
| Largest net degree at the start of global routing | 63 |
| Global-route wire length before repair | 881 mm |
| Die W | 633 um |
| Cells after Synth | 23,600 |
| Fmax | 31.3 MHz |
| Mux area share | 0.392% |
| Slew Limit Fails | 0 |
| Layout cells sized above 1 | 2.47% |
| Max FFs per register | 128 |
| Post-synthesis cell count from yosys | 23,600 |
| Final Skew | 0.0213 ns |
| Status | finished, final reports clean |
| Hold Violations, Final | 0 |
| Clk pin slew, worst setup/hold paths | 0.07 ns |
| Hold crit path type | flop to flop |
| Final min period | 31.95 ns |
| DR vias | 150,000 |
| Chip Area | 0.401 sq mm |
| Clk root buf | clkbuf_16 |
| Top-area cell type share of the netlist area | 32.8% |
| Simple share | 16.1% |
| Clock Sinks | 128 |
| Setup TNS | 0 ns |
| Rows | 231 |
| Count of tool warnings | 25 |
| Flip-flops with a built-in enable | 0 |
| Crit. End Element | flop |
| Top logic family | adder cells |
| Async SR Flop Fraction | 0% |
| Final ANT Viol Nets | 0 |
| Antenna violations before repair | 70 |
| Gr usage total | 29.9% |
| Worst path required time | 65.96 ns |
| Most common library cells after synthesis | ha_1, inv_1, and2_1 |
| Cells on Worst Hold Path | 2 |
| DRT iter0 DRCs | 6,350 |
| Die Span Y | 633 um |
| Synth flops | 128 |
| RSZ-0062 raised after global routing | no |
| Worst-margin pin slew | 0.953 ns |
| Latency at later pin | 0.53 ns |
| WP data arrival | 32.41 ns |
| I/O pins | 259 |
| Biggest register | acc |
| Fp_density | 50.3% |
| Yosys stat area | 0.199 sq mm |
| Wire length per cell | 19.8 um |
| Synthesized area | 0.199 sq mm |
| Vias in the first global route | 150,000 |
| CTS tree | built |
| H-Tree Depth | 4 |
| Post_cts resized | 0 |
| Via density | 5.24 |
| R2R depth | 17 |
| Max FO, Critical Path | 32 |
| Routed WL | 566 mm |
| Yosys adder share | 51.4% |
| Worst setup SP type | input pin |
| CTS buffer count | 17 |
| Setup Buffers After CTS | 0 |
| DP HPWL | 475 mm |
[worst max-delay path, delay by kind of cell]
kind                     cells  cell delay [ns]
AND-OR/OR-AND               34             7.30
adder cells (fa/ha/maj)     17             6.57
AND/OR/NAND/NOR             14             3.21
XOR/XNOR                     8             1.33
buffers and inverters        9             0.70
multiplexers                 1             0.14
[layout make-up]
type | count | area (sq um) | area share [%]
repair buffers | 585 | 4460 | 2.15
well taps | 5242 | 6560 | 3.16
flip-flops and latches | 128 | 2560 | 1.24
clock inverters | 12 | 111 | 0.0537
inverters | 3600 | 13500 | 6.51
clock buffers | 20 | 437 | 0.210
multi-input cells | 19000 | 180000 | 86.6
diodes | 25 | 62.6 | 0.0302
[through the flow]
stage	area (sq um)	worst slack [ns]	hold WS (ns)	util [%]
finish	207000	33.55	0.481	52.4
global placement	207000	33.06	0.470	52.2
CTS	207000	33.69	0.480	52.3
floorplan	199000	35.15	0.425	-
global route	207000	32.15	0.501	52.3
detailed placement	207000	33.19	0.471	52.2
[routing by layer]
layer  vias up  wire, um  global-route usage, %
met3       322     28400                   4.84
met2      2132    265000                   49.5
met5         -       143                      0
li1      76200         -                      -
met4        22     13600                   5.36
met1     71200    259000                   42.4
[placed cells by master, fill, tap and decap left out, drive strengths merged, types with 18 or more instances in the layout]
cell type         n
ha             5223
inv            3603
and2           3475
fa             1853
xnor2          1811
a21oi          1334
nand2          1016
a21o            971
xor2            682
nor2            568
buf             457
o21ai           405
o21bai          376
nor2b           146
dfxtp           128
clkdlybuf4s50   128
nand3           127
nor3             95
o21a             88
mux2i            77
nand4            75
nand2b           68
a211oi           66
and3             63
or3              49
a31oi            34
a21boi           34
diode            25
o211ai           24
or2              21
o31ai            21
clkbuf           20
a41oi            18
[worst paths after layout]
check / startpoint / end
hold reg to reg: acc[88] / acc[88]
setup / recovery: a[0] / acc[115]
hold / removal: acc[88] / acc[88]
setup reg to reg: acc[57] / acc[120]
[logic make-up (layout without fill, tap and decap cells)]
kind of cell | Yosys count | in the layout
AND-OR/OR-AND | 3520 | 3520
flip-flops | 128 | 128
AND/OR/NAND/NOR | 5793 | 5793
other | 0 | 25
XOR/XNOR | 2495 | 2495
multiplexers | 78 | 78
buffers and inverters | 4540 | 4217
adder cells (fa/ha/maj) | 7076 | 7076
